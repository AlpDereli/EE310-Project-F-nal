[flow/run.sh]
#!/bin/bash
# OpenROAD 26Q1-2900-gdf79404cd8, Yosys 0.63+post, stock flow scripts
make -C /OpenROAD-flow-scripts/flow DESIGN_CONFIG=/design/flow/config.mk WORK_HOME=/design/flow/orfs finish
[flow/config.mk]
export PLATFORM = sky130hd
export DESIGN_NAME = bram_2d_inputs
export DESIGN_NICKNAME = bram_2d_inputs
export VERILOG_FILES = /design/flow/design.v
export SDC_FILE = /design/flow/constraint.sdc
export NUM_CORES = 4
export LEC_CHECK = 1
export CORE_UTILIZATION = 40
[flow/constraint.sdc]
current_design bram_2d_inputs

set clk_period 23.9
set clk_io_pct 0.2

create_clock -name clk0 -period $clk_period [get_ports {clk}]

set non_clock_inputs [all_inputs -no_clocks]
set_input_delay [expr $clk_period * $clk_io_pct] -clock clk0 $non_clock_inputs
set_output_delay [expr $clk_period * $clk_io_pct] -clock clk0 [all_outputs]
[flow/design.v]
`timescale 1ns / 1ps
module bram_2d_inputs #(
    parameter ROWS = 5,
    parameter COLS = 5,
    parameter DEPTH = 3,
    parameter DATA_WIDTH = 16
) (
    input  logic clk,
    input logic we,
    input logic [$clog2(DEPTH)-1:0] depth_addr,
    input  logic [$clog2(ROWS)-1:0] row_addr,
    input  logic [$clog2(COLS)-1:0] col_addr,
    input logic [15:0] data_in,
    output logic [DATA_WIDTH-1:0] data_out
);
    logic [DATA_WIDTH-1:0] mem [0:DEPTH-1][0:ROWS-1][0:COLS-1];
    always_ff @(posedge clk) begin
        if (we)begin
            mem[depth_addr][row_addr][col_addr]<=data_in;
        end
        data_out <= mem[depth_addr][row_addr][col_addr];
    end
endmodule
==> impl_metrics.env <==
# flow metrics
export IMPL_critPathCaptureType="register"
export IMPL_dpl_worst_slack_ps=13070
export IMPL_place_congestion=0.972
export IMPL_drc=0
export IMPL_grt_pass1_vias=26000
export IMPL_critPathMaxFanout=48
export IMPL_top_usage_layer="met2"
export IMPL_use_met1=0.278
export IMPL_min_to="data_out[8]"
export IMPL_path_cells="clkdlybuf4s50_1 > ha_1 > ha_1 > inv_1 > fa_1 > inv_1 > ha_4 > buf_4 > buf_4 > buf_4 > mux4_2 > nand2_1 > a32o_1 > a221oi_1 > o22ai_1 > o21ai_0"
export IMPL_cts_hold_buf=0
export IMPL_drive_gt1_frac=0.249
export IMPL_fin_util=0.462
export IMPL_core_um2=117000
export IMPL_area_growth_pct=14.1
export IMPL_clock_latency_late_pin_ps=710
export IMPL_reg2reg_depth=4
export IMPL_drv_cap=0
export IMPL_cts_resized_gates=0
export IMPL_ys_area_um2=47200
export IMPL_slew_headroom=0.321
export IMPL_status="finished clean"
export IMPL_root_buffer="clkbuf_16"
export IMPL_dr_pass1_iters=6
export IMPL_maxSlewViolCount=0
export IMPL_min_path_cells=4
export IMPL_fillers=9413
export IMPL_grt_use_met3=0.183
export IMPL_worst_pin_slew_ps=1010
export IMPL_syn_area_per_cell_um2=20.6
export IMPL_vias=23800
export IMPL_grt_use_met2=0.342
export IMPL_timing_fmax_mhz=96.2
export IMPL_ys_async_sr_fraction=0
export IMPL_finalHoldViolations=0
export IMPL_ys_flops=1216
export IMPL_grt_usage=0.234
export IMPL_rsz0062_at_grt="no"
export IMPL_ys_cells=2287
export IMPL_path_delay_family="buffers and inverters"
export IMPL_drt_iter0_drc=1564
export IMPL_antenna_found_initial=1
export IMPL_seqCellArea_um2=36400
export IMPL_synth_top_area_share=0.763
export IMPL_hold_class="reg2reg"
export IMPL_slowest_delay_ps=800
export IMPL_layout_setup_ws_ps=13510
export IMPL_cp_required_ps=24520
export IMPL_dieHeight_um=346
export IMPL_crit_top_cell="buf_4"
export IMPL_crit_arrival_ps=11010
export IMPL_numCtsBuffers=117
export IMPL_ant_nets=0
export IMPL_antenna_cells=0
export IMPL_crit_slowest_cell="a221oi_1"
export IMPL_synth_area_um2=47200
export IMPL_cp_start_kind="primary input"
export IMPL_reg2reg_to="data_out[7]"
export IMPL_fp_util=0.405
export IMPL_cts_setup_buffers=0
export IMPL_grt_max_degree=76
export IMPL_synth_area_leader_cell="edfxtp_1"
export IMPL_edf_count=1200
export IMPL_fin_crit_sh=0.435
export IMPL_powerDensity_nw_per_um2=102
export IMPL_topCellsByArea="edfxtp_1 (76%), mux4_2 (11%), mux2i_1 (2.1%)"
export IMPL_cts_max_path_buffers=3
export IMPL_ir_drop_mv=0.0630
export IMPL_die_x_um=346
export IMPL_fin_skew_ps=34.9
export IMPL_setup_viol=0
export IMPL_wirelength_mm=125
export IMPL_tns_ps=0
export IMPL_synth_cell_types=61
export IMPL_dpl_hpwl_mm=75.6
export IMPL_tool_warnings=27
export IMPL_layout_min_cycle_time_ps=10390
export IMPL_overflow=0
export IMPL_die_area_um2=119000
export IMPL_layout_top_cells="edfxtp_1 (1,200), mux4_2 (236), buf_4 (167)"
export IMPL_rrSetupSlack_ps=21580
export IMPL_reg2reg_from="mem[25][7]"
export IMPL_rows=125
export IMPL_routedWlPerCell_um=30.4
export IMPL_routed_via_density=5.79
export IMPL_clkSlewWorstSetupHoldPaths_ps=60
export IMPL_grt_pass1_wl_mm=182
export IMPL_pin_count=42
export IMPL_ys_flop_type="edfxtp_1"
export IMPL_synthCells=2287
export IMPL_criticalPathCategory="in2reg"
export IMPL_cp_num_buf_inv=6
export IMPL_lay_top_count="edfxtp_1"
export IMPL_postSynthSeqShare=0.770
export IMPL_yosys_warnings=1
export IMPL_cts_tree="yes"
export IMPL_p_leak_nw=17.2
export IMPL_cts_htree_levels=3
export IMPL_cts_sinks=1216
export IMPL_mi_logic_area_um2=10100
export IMPL_hp_start="mem[74][8]"
export IMPL_numPortBuffers=41
how the worst max path moves through the flow:
stage / startpoint / cells past startpoint / to
finish: row_addr[0] / 16 / data_out[4]
global route: row_addr[0] / 16 / data_out[4]
CTS: row_addr[0] / 16 / data_out[4]
synth_stat cells (10+ instances only):
cell type and n:
edfxtp_1 1200, mux4_2 236, nor2_1 123, mux2i_1 101
nand2_1 96, buf_2 47, a221oi_1 41, a21oi_1 40
a22oi_1 36, mux2_2 35, clkbuf_1 34, buf_4 25
o21ai_0 24, nand3_1 23, inv_1 18, buf_6 17
dfxtp_1 16, ha_1 15, a32oi_1 14, o22ai_1 11
o221ai_1 10
kinds of logic (layout without fill, tap and decap cells):
logic type | count (synthesis) | count (layout) | share of synthesized area
adder cells (fa/ha/maj) | 19 | 19 | 0.00567
buffers and inverters | 148 | 443 | 0.0177
multiplexers | 372 | 372 | 0.142
AND/OR/NAND/NOR | 273 | 273 | 0.0239
XOR/XNOR | 5 | 5 | 0.00109
AND-OR/OR-AND | 254 | 254 | 0.0395
flip-flops | 1216 | 1216 | 0.770
cell type report:
type                            instances  area share
Multi-Input combinational cell        923       0.188
Clock inverter                         82      0.0150
Clock buffer                          135      0.0564
Timing Repair Buffer                  208      0.0294
Tap cell                             1524      0.0354
Inverter                               18     0.00125
Sequential cell                      1216       0.675
report_power, final:
part / switching, mW / leakage, nW / internal (mW) / total [mW]
Sequential: 0.0302 / 10.9 / 2.42 / 2.45
Clock: 0.780 / 1.88 / 1.06 / 1.84
Combinational: 0.772 / 4.39 / 0.440 / 1.21
through the flow:
| step | std cells | total power, mW | hold slack, ps | instance area (um2) |
|---|---|---|---|---|
| 6_report | 4106 | 5.50 | 727 | 53900 |
| 2_1_floorplan | 2287 | 3.16 | 599 | 47200 |
| 4_1_cts | 4106 | 5.52 | 726 | 53900 |
| 3_5_place_dp | 3889 | 3.70 | 713 | 50100 |
| 3_3_place_gp | 3889 | 3.69 | 694 | 50100 |
| 5_1_grt | 4106 | 5.68 | 785 | 53900 |
sequential cells by signal (all words and copies together) (netlist names):
signal	count
mem	1200
data_out	16
routing by layer:
| metal | vias up | part of all wire |
|---|---|---|
| li1 | 9932 | - |
| met1 | 11900 | 0.32 |
| met2 | 1684 | 0.47 |
| met3 | 227 | 0.18 |
| met4 | 2 | 0.032 |
| met5 | - | 0.00038 |
tightest hold or removal path: stages (launching register included):
cell	delay (ps)
edfxtp_1	330
a21oi_1	60
nand2_1	50
a21oi_1	70
a41oi_1	160
Power is estimated from default activity; no workload was simulated.
