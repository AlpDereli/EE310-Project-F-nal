$ cat ./config.mk
export PLATFORM = sky130hd
export DESIGN_NAME = mult
export DESIGN_NICKNAME = mult
export VERILOG_FILES = /design/flow/design.v
export SDC_FILE = /design/flow/constraint.sdc
export NUM_CORES = 4
export LEC_CHECK = 1
export CORE_UTILIZATION = 30
$ cat ./design.v
`timescale 1ns / 1ps
module hp_class(f, fExp, fSig, isSnan, isQnan, isInfinity, isZero, isSubnormal,
                   isNormal);
    input [15:0] f;
    output signed [6:0] fExp;
    reg signed [6:0] fExp;
    output [10:0] fSig;
    reg [10:0] fSig;
    output isSnan, isQnan, isInfinity, isZero, isSubnormal, isNormal;
    wire expOnes, expZeroes, sigZeroes;
    assign expOnes   =  &f[14:10];
    assign expZeroes = ~|f[14:10];
    assign sigZeroes = ~|f[9:0];
    assign isSnan      =  expOnes   & ~sigZeroes & ~f[9];
    assign isQnan      =  expOnes                &  f[9];
    assign isInfinity  =  expOnes   &  sigZeroes;
    assign isZero      =  expZeroes &  sigZeroes;
    assign isSubnormal =  expZeroes & ~sigZeroes;
    assign isNormal    = ~expOnes   & ~expZeroes;
    reg [10:0] mask = ~0;
    reg [3:0] sa;
    integer i;
    always @(*)
      begin
        fExp = f[14:10];
        fSig = f[9:0];
        sa = 0;
        if (isNormal)
          {fExp, fSig} = {f[14:10] - 15, 1'b1, f[9:0]};
        else if (isSubnormal)
          begin
            for (i = 8; i > 0; i = i >> 1)
              begin
                if ((fSig & (mask << (11 - i))) == 0)
                  begin
                    fSig = fSig << i;
                    sa = sa | i;
                  end
              end
            fExp = -14 - sa;  
          end
      end
endmodule
`timescale 1ns / 1ps
module mult(a, b, p, snan, qnan, infinity, zero, subnormal, normal);
  input [15:0] a, b;
  output [15:0] p;
  output snan, qnan, infinity, zero, subnormal, normal;
  reg snan, qnan, infinity, zero, subnormal, normal;
  wire aSnan, aQnan, aInfinity, aZero, aSubnormal, aNormal;
  wire bSnan, bQnan, bInfinity, bZero, bSubnormal, bNormal;
  wire signed [6:0] aExp, bExp;
  reg signed [6:0] pExp, t1Exp, t2Exp;
  wire [10:0] aSig, bSig;
  reg [10:0] pSig, tSig;
  reg [15:0] pTmp;
  wire [21:0] rawSignificand;
  reg pSign;
  hp_class aClass(a, aExp, aSig, aSnan, aQnan, aInfinity, aZero, aSubnormal, aNormal);
  hp_class bClass(b, bExp, bSig, bSnan, bQnan, bInfinity, bZero, bSubnormal, bNormal);
  assign rawSignificand = aSig * bSig;
  always @(*)
  begin
    pSign = a[15] ^ b[15];
    pTmp = {pSign, {5{1'b1}}, 1'b0, {9{1'b1}}};   
    {snan, qnan, infinity, zero, subnormal, normal} = 6'b000000;
    if ((aSnan | bSnan) == 1'b1)
      begin
        pTmp = aSnan == 1'b1 ? a : b;
        snan = 1;
      end
    else if ((aQnan | bQnan) == 1'b1)
      begin
        pTmp = aQnan == 1'b1 ? a : b;
        qnan = 1;
      end
    else if ((aInfinity | bInfinity) == 1'b1)
      begin
        if ((aZero | bZero) == 1'b1)
          begin
            pTmp = {pSign, {5{1'b1}}, 1'b1, 9'h2A};  
            qnan = 1;
          end
        else
          begin
            pTmp = {pSign, {5{1'b1}}, {10{1'b0}}};
            infinity = 1;
          end
      end
    else if ((aZero | bZero) == 1'b1 ||
             (aSubnormal & bSubnormal) == 1'b1)
      begin
        pTmp = {pSign, {15{1'b0}}};
        zero = 1;
      end
    else     
      begin  
        t1Exp = aExp + bExp;
        if (rawSignificand[21] == 1'b1)
          begin
            tSig = rawSignificand[21:11];
            t2Exp = t1Exp + 1;
          end
        else
          begin
            tSig = rawSignificand[20:10];
            t2Exp = t1Exp;
          end
        if (t2Exp < -24)  
          begin           
            pTmp = {pSign, {15{1'b0}}};
            zero = 1;
          end
        else if (t2Exp < -14)  
          begin
            pSig = tSig >> (-14 - t2Exp);
            pTmp = {pSign, {5{1'b0}}, pSig[9:0]};
            subnormal = 1;
          end 
        else if (t2Exp > 15)  
          begin
            pTmp = {pSign, {5{1'b1}}, {10{1'b0}}};
            infinity = 1;
          end
        else  
          begin
            pExp = t2Exp + 15;
            pSig = tSig;
            pTmp = {pSign, pExp[4:0], pSig[9:0]};
            normal = 1;
          end
      end  
  end
  assign p = pTmp;
endmodule
$ cat ./constraint.sdc
current_design mult

set clk_period 38.3
set clk_io_pct 0.2

create_clock -name clk0 -period $clk_period

set non_clock_inputs [all_inputs -no_clocks]
set_input_delay [expr $clk_period * $clk_io_pct] -clock clk0 $non_clock_inputs
set_output_delay [expr $clk_period * $clk_io_pct] -clock clk0 [all_outputs]
$ cat ./run.sh
#!/bin/bash
# OpenROAD 26Q1-2900-gdf79404cd8, Yosys 0.63+post, stock flow scripts
make -C /OpenROAD-flow-scripts/flow DESIGN_CONFIG=/design/flow/config.mk WORK_HOME=/design/flow/orfs finish
==> qor.yml <==
outcome: "completed"
fin_setup_tns_ns: 0
track_usage_pct: 21.0
hp-class: "in2out"
rsz0062_at_grt: "no"
hold_violations: 0
drv_cap: 0
crit_top_cell: "fa_1"
drive_gt1_share_pct: 5.80
routed-via-count: 8084
post_cts_buffers: 0
ys_cells: 1085
critical_path_class: "in2out"
cp_data_arrival_time_ns: 19.97
boundaryPins: 54
synth_cell_types: 91
lay_top_count: "nor2_1"
antenna_found_initial: 1
syn_avg_cell_area_sq_um: 7.16
grt_pass1_vias: 7665
period_minus_slack_ns: 27.63
dieArea_sq_um: 26600
coreArea_sq_um: 25300
worstPathRequired_ns: 30.64
dp_hpwl_microns: 21300
synth_area_sq_um: 7770
yosys.area_share.simple_pct: 26.7
synth.area.mux_share_pct: 3.67
synthTopLogicFamily: "adder cells"
grt_max_degree: 30
grt_pass1_wl_microns: 42800
register_area_sq_um: 0
grt_overflow: 0
worstMarginPinSlew_ns: 1.04
cp-end-kind: "output pin"
first_pass_iters: 6
postSynthSeqShare_pct: 0
avgViaCountPerCell: 5.64
slew_headroom_pct: 30.6
fin_crit_sh_pct: 72.1
min_from: "b[15]"
yosysWarnings: 2
n_fill_cell: 2656
crit_family: "simple AND/OR/NAND/NOR gates"
startpoint: "a[9]"
rows: 58
wl_microns: 26100
n_antenna_cell: 0
portBuffers: 54
drt_first_iter_violations: 830
yosys_area_sq_um: 7770
ant_nets: 0
worstPathMaxFanout: 28
cp_slowest_cell: "a21oi_1"
syn2layout_area_growth_pct: 11.1
final_cell_mix: "nor2_1 (143), inv_1 (123), nand2_1 (96)"
drc: 0
routedWlPerCell_microns: 18.2
slowest_delay_ns: 0.81
cp_num_buf_inv: 5
maxSlewViolCount: 0
max_freq_mhz: 36.2
ctsResizeCount: 0
flops: 0
die_x_microns: 163
clockBufferCount: 0
holdBufCountCts: 0
ys_sh_aoi_pct: 25.1
synth_cells: 1085
ys_sh_adder_pct: 32.2
start_kind: "primary input"
initCoreUtil_pct: 30.7
gp_congestion: 0.981
xor_share_pct: 3.03
warnings: 34
die_y_microns: 163
final-setup-viol-count: 0
-- cell type report --
cell class	count	area (sq um)	share of cell area [%]
inverter	124	465	5.39
multi-input combinational	902	7050	81.6
tap	330	413	4.78
timing repair buffer	77	713	8.26
-- worst paths after layout --
kind | endpoint | slack (ns) | cells after the start
worst max-delay path | p[4] | 10.67 | 35
worst min-delay path | p[15] | 16.45 | 3
-- stage by stage --
step | utilization [%] | cells | setup slack, ns | instance area, sq um | hold WS (ns)
3_5_place_dp | 34.1 | 1433 | 11.02 | 8640 | 16.47
3_3_place_gp | 34.1 | 1433 | 11.29 | 8640 | 16.46
6_report | 34.1 | 1433 | 10.67 | 8640 | 16.45
5_1_grt | 34.1 | 1433 | 9.94 | 8640 | 16.49
2_1_floorplan | - | 1085 | 13.59 | 7770 | 15.39
4_1_cts | 34.1 | 1433 | 10.94 | 8640 | 16.47
-- logic make-up after synthesis --
logic type	Yosys count
AND-OR/OR-AND	283
XOR/XNOR	26
adder cells (fa/ha/maj)	152
multiplexers	25
buffers and inverters	183
AND/OR/NAND/NOR	416
-- cell usage after synthesis (all sizes together) (4+ instances only) --
master,n,share of area [%]
nor2,144,7.0
inv,123,5.9
nand2,96,4.6
fa,80,21
ha,72,12
a21oi,67,4.3
o21ai,67,4.4
clkbuf,47,2.3
nand2b,29,2.3
nor3,28,1.9
a211oi,18,1.8
mux2i,18,2.3
nand3,18,1.2
o31ai,14,1.4
xnor2,14,1.7
and2,13,1.0
and3,13,1.1
a31oi,12,1.2
buf,12,1.1
or2,12,0.97
xor2,12,1.4
nor2b,11,0.92
o211ai,11,1.1
o21a,11,1.1
or3,10,0.80
o22ai,8,0.64
a221oi,7,0.87
a22oi,7,0.68
a211o,6,0.68
a21o,6,0.58
nand4,6,0.48
nor3b,6,0.58
nor4,6,0.68
mux2,5,0.77
o21bai,5,0.48
or4,5,0.48
a221o,4,0.52
and4,4,0.45
nor4b,4,0.61
-- layer usage --
metal  vias up  wire length (microns)  global-route usage, %
li1       3846                      -                      -
met4         2                    365                   2.72
met3        34                   2440                   3.69
met2       389                  11100                   30.6
met1      3813                  12100                   33.3
met5         -                     13                      0
