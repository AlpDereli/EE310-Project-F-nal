--- flow/design.v ---
`timescale 1ns / 1ps
module bram_2d_weights #(
    parameter ROWS = 3,
    parameter COLS = 3,
    parameter DEPTH = 3,
    parameter DATA_WIDTH = 16
) (
    input  logic clk,
    input logic we,
    input  logic [$clog2(DEPTH)-1:0] depth_addr,
    input  logic [$clog2(ROWS)-1:0] row_addr,
    input  logic [$clog2(COLS)-1:0] col_addr,
    input logic [15:0] data_in,
    output logic [DATA_WIDTH-1:0] data_out
);
    logic [DATA_WIDTH-1:0] mem [0:DEPTH-1][0:ROWS-1][0:COLS-1];
    always_ff @(posedge clk) begin
        if (we)begin
            mem[depth_addr][row_addr][col_addr]<=data_in;
        end
        data_out <= mem[depth_addr][row_addr][col_addr];
    end
endmodule
--- flow/run.sh ---
#!/bin/bash
# OpenROAD 26Q1-2900-gdf79404cd8, Yosys 0.63+post, stock flow scripts
make -C /OpenROAD-flow-scripts/flow DESIGN_CONFIG=/design/flow/config.mk WORK_HOME=/design/flow/orfs finish
--- flow/config.mk ---
export PLATFORM = sky130hd
export DESIGN_NAME = bram_2d_weights
export DESIGN_NICKNAME = bram_2d_weights
export VERILOG_FILES = /design/flow/design.v
export SDC_FILE = /design/flow/constraint.sdc
export NUM_CORES = 4
export LEC_CHECK = 1
export CORE_UTILIZATION = 30
--- flow/constraint.sdc ---
current_design bram_2d_weights

set clk_period 16.4
set clk_io_pct 0.2

create_clock -name clk0 -period $clk_period [get_ports {clk}]

set non_clock_inputs [all_inputs -no_clocks]
set_input_delay [expr $clk_period * $clk_io_pct] -clock clk0 $non_clock_inputs
set_output_delay [expr $clk_period * $clk_io_pct] -clock clk0 [all_outputs]
==> impl_metrics.json <==
{
  "drt_iter0_markers": 561,
  "cp-end-kind": "register",
  "p_comb_share_pct": 20.4,
  "port_buffers": 39,
  "cts_tree": "done",
  "finalWeightedCongestion": 0.846,
  "worst_skew_pair.late_latency_ns": 0.55,
  "synth_cell_types": 32,
  "dp_hpwl_um": 24100,
  "cp.required_ns": 16.81,
  "r2r_end": "data_out[7]",
  "timing.setup.tns_ns": 0,
  "die_h_um": 244,
  "tool_warnings": 25,
  "top_cells_by_area": "edfxtp_1, mux2i_1, a22oi_1, a211oi_1, dfxtp_1",
  "num_io_pins": 40,
  "whs_endpoint": "data_out[15]",
  "cp-start-kind": "input port",
  "drt.antenna.violating_nets": 0,
  "fp_util_pct": 30.4,
  "h-tree-depth": 2,
  "hold_path_depth": 4,
  "design.core.area_um2": 57700,
  "pwr-share-seq_pct": 45.6,
  "rows": 88,
  "ctsResizeCount": 0,
  "postSynthCellCount": 989,
  "maxCapViolCount": 0,
  "cts-root-buf": "clkbuf_16",
  "finClkSkew_ns": 0.0169,
  "grt_pass1_vias": 9608,
  "drv_slew": 0,
  "lay_top_cells": "edfxtp_1, mux2i_1, a22oi_1",
  "finalCritPeriodShare_pct": 50.7,
  "grtUsageTotal_pct": 14.8,
  "grt_first_pass_wirelength_um": 61200,
  "hold_buffers": 0,
  "chip_area_um2": 59400,
  "viasPerCell": 4.91,
  "ys.flops": 448,
  "powerDensity_nw_per_um2": 145,
  "maxSlewHeadroom_pct": 29.8,
  "final_common_cell": "edfxtp_1",
  "layout-drive-gt1-share_pct": 14.1,
  "insertedDiodeCount": 0,
  "drt_wl_total_um": 41300,
  "rsz0062_at_grt": "false",
  "yosys_area_um2": 17500,
  "numClockSinks": 448,
  "ys_warn_count": 1,
  "hp-start": "mem[26][15]",
  "preCtsSetupSlack_ns": 7.55,
  "ys_seq_share_pct": 75.8,
  "cts_buffers": 47,
  "fmax_ghz": 0.120,
  "reg2reg_slack_ns": 14.88,
  "setup_violations": 0,
  "synthesis.area_um2": 17500,
  "switching_share_pct": 27.3,
  "yosys_cells": 989,
  "clk_pin_slew_worst_paths_ns": 0.06,
  "syn_to_final_growth_pct": 17.4,
  "top_area_share_pct": 74.0,
  "p_clk_share_pct": 33.9,
  "syn-mean-instance-area_um2": 17.7,
  "cp_max_fo": 49,
  "drc_errors": 0,
  "outcome": "finished clean",
  "top_area_cell": "edfxtp_1",
  "grt_max_degree": 51,
  "hold_viol": 0,
  "criticalPathCategory": "in -> reg",
  "p_sw_mw": 0.817,
  "hold_class": "reg -> reg",
  "postCtsSetupBuffers": 0,
  "dr.pass1.iters": 5,
  "vias": 9200,
  "antenna_found_initial": 0,
  "ir_drop_v": 0.0000762,
  "nFillCells": 5287,
  "p_int_mw": 2.17,
  "r2r_cells": 4,
  "reg2reg_from": "mem[16][7]",
  "wl_per_cell_um": 22.1,
  "period_needed_ns": 8.31,
  "worstPathArrival_ns": 8.73,
  "grt_remaining_overflow": 0,
  "die_w_um": 244,
  "clock_path_buffers": 3,
  "setup_ws_ns": 8.09,
  "worst_pin_slew_ns": 1.05,
  "power.leakage_nw": 6.91
}
-- per-stage QoR --
step	util, %	cell area [um2]	instances	power, mW	hold WS [ns]
finish	35.7	20600	1873	2.99	0.784
global route	35.7	20600	1873	3.11	0.859
CTS	35.7	20600	1873	3.01	0.800
detailed placement	33.1	19100	1788	2.00	0.776
global placement	33.1	19100	1788	2.00	0.775
floorplan	-	17500	989	1.77	0.669
-- worst max-delay path by stage --
stage                          from           to  cells after the start
after CTS             depth_addr[0]  data_out[9]                     13
after global routing  depth_addr[0]  data_out[4]                     13
final                 depth_addr[0]  data_out[9]                     13
-- cell type report --
class	count	area (um2)	share of cell area, %
Timing Repair Buffer	92	788	3.83
Multi-Input combinational cell	477	4040	19.6
Inverter	6	22.5	0.109
Sequential cell	448	13300	64.6
Clock inverter	22	174	0.845
Tap cell	765	957	4.65
Clock buffer	63	1310	6.36
-- per-layer routing --
metal	up-vias	global-route usage (%)	wire, um
li1	4138	-	-
met1	4532	19.3	15900
met2	455	21.4	18500
met3	69	9.70	5890
met4	6	2.63	807
met5	-	2.86	224
-- power by group through the flow --
stage	sequential, mW	clock, mW	combinational [mW]
finish	1.36	1.01	0.611
CTS	1.36	1.03	0.617
global route	1.37	1.08	0.661
-- kinds of logic after synthesis --
logic type	synth area share [%]
XOR/XNOR	0.392
flip-flops	75.8
multiplexers	12.0
buffers and inverters	2.05
adder cells (fa/ha/maj)	0.628
AND-OR/OR-AND	7.08
AND/OR/NAND/NOR	2.01
-- cells in the mapped netlist, drive strengths merged --
library cell,count
nand3,16
a211oi,45
nand2b,4
clkbuf,13
fa,3
xnor2,3
nor2b,2
buf,45
o21ai,1
a21oi,32
edfxtp,432
xor2,4
a31oi,1
a221oi,3
ha,4
mux2i,204
inv,6
and2,2
o22ai,2
a22o,1
nor2,33
nand2,9
mux4,1
a22oi,90
nor3,13
dfxtp,16
mux2,4
-- flip-flops by register name (all words and copies together) (netlist names) --
signal	count
mem	432
data_out	16
-- critical path, stage by stage --
cell and delay [ns]:
clkdlybuf4s50_1 0.53, inv_1 0.09, fa_1 0.45, nand2b_1 0.17, nor2b_1 0.16, fa_4 0.93, buf_4 0.60, buf_4 0.74
buf_4 0.69, mux2i_1 0.19, a22oi_1 0.25, a211oi_1 0.16, a211oi_1 0.41
Power is estimated from default activity; no workload was simulated.
